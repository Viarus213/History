File: config.mk
export PLATFORM = sky130hd
export DESIGN_NAME = processor
export DESIGN_NICKNAME = processor
export VERILOG_FILES = /design/flow/design.v
export SDC_FILE = /design/flow/constraint.sdc
export NUM_CORES = 4
export LEC_CHECK = 1
export CORE_UTILIZATION = 40
File: constraint.sdc
current_design processor

set clk_period 4.7
set clk_io_pct 0.2

create_clock -name clk0 -period $clk_period [get_ports {CLK}]

set non_clock_inputs [all_inputs -no_clocks]
set_input_delay [expr $clk_period * $clk_io_pct] -clock clk0 $non_clock_inputs
set_output_delay [expr $clk_period * $clk_io_pct] -clock clk0 [all_outputs]
File: design.v
module ROM_MODULE(addr, memory_out);
   input [3:0] addr;
   output reg [7:0] memory_out;
   always@(*) begin
      case(addr)
        4'b0000: memory_out <= 8'b00001111;
        4'b0001: memory_out <= 8'b10001010;
        4'b0010: memory_out <= 8'b00010001;
        4'b0011: memory_out <= 8'b00000101;
        4'b0100: memory_out <= 8'b10011010;
        4'b0101: memory_out <= 8'b01011110;
        4'b0110: memory_out <= 8'b01101110;
        4'b0111: memory_out <= 8'b01111111;
        4'b1000: memory_out <= 8'b10001110;
        4'b1001: memory_out <= 8'b10010001;
        4'b1010: memory_out <= 8'b10101010;
        4'b1011: memory_out <= 8'b10110101;
        4'b1100: memory_out <= 8'b11000101;
        4'b1101: memory_out <= 8'b11010011;
        4'b1110: memory_out <= 8'b11101111;
        default: memory_out <= 8'b00000000;
      endcase
   end
endmodule
module Preskaler(CLK, RESET, CE, Q_preskaler, CEO_preskaler, p0, p1);
   input CLK, RESET, CE;
   output CEO_preskaler;
   output reg [27:0] Q_preskaler;
   always @(posedge CLK or posedge RESET) begin
      if(RESET)
        Q_preskaler <= 28'd0;
      else begin
         if(CE) begin
            if(Q_preskaler != 28'd5)
              Q_preskaler <= Q_preskaler + 1;
            else
              Q_preskaler <= 28'd0;
         end
      end
   end
   assign CEO_preskaler = CE & (Q_preskaler == 28'd5);
   output reg p0, p1; 
   reg [1:0]  p;
   initial p = 2'b00; 
   always@(posedge CLK) begin
      case(p)
        2'b00: begin
           p0 = 1'b0;
           p1 = 1'b0;
           if(CEO_preskaler) begin
              p = 2'b01;
           end
        end
        2'b01: begin
           p0 = 1'b0;
           if(CEO_preskaler) begin
              p1 = 1'b1;
              p = 2'b10;
           end
        end
        2'b10: begin
           p1 = 1'b0;
           if(CEO_preskaler) begin
              p0 = 1'b1;
              p = 2'b11;
           end
        end
        2'b11: begin
           p0 = 1'b0;
           p1 = 1'b0;
           if(CEO_preskaler) begin
              p = 2'b00;
           end
        end
        default: begin
           p0 = 1'b0;
           p1 = 1'b1;
           p = 2'b00;
        end
      endcase
   end
endmodule
module Memory_counter(CLK, RESET, CE, Q_mem_cnt);  
   input CLK, RESET, CE;
   output reg [3:0] Q_mem_cnt;
   always @(posedge CLK or posedge RESET) begin
      if(RESET)
        Q_mem_cnt <= 4'd0;
      else begin
         if(CE) begin
            if(Q_mem_cnt != 4'd14)
              Q_mem_cnt <= Q_mem_cnt + 1; 
            else
              Q_mem_cnt <= 4'd0;
         end
      end
   end
endmodule
module TOP_ROM(CLK, RESET, douta, p1);
   input CLK, RESET;
   output [7:0] douta;
   output       p1;
   wire         p0;
   wire [3:0]   Q_mem_cnt;
   ROM_MODULE ROM_1(Q_mem_cnt, douta);
   Preskaler preskaler_1(CLK, RESET, 1'b1, , , p0, p1);
   Memory_counter counter_1(CLK, RESET, p0, Q_mem_cnt);
endmodule
module register_4bit(CLK, RESET, CE, in, out);
   input CLK, RESET, CE;
   input [3:0] in;
   output reg [3:0] out;
   always@(posedge CLK or posedge RESET) begin
      if(RESET)
        out <= 4'b0000;
      else begin
         if(CE)
           out <= in;
      end
   end
endmodule
module distribution(signal_in, address, signal_out);
   input [7:0] signal_in;
   output reg [3:0] address;    
   output reg [3:0] signal_out;   
   always@(signal_in) begin
      address = signal_in[7:4];
      signal_out = signal_in[3:0];
   end
endmodule
module operation(address, accumulator, register, out);
   input [3:0] address;      
   input [3:0] register;     
   input [3:0] accumulator;  
   output reg [3:0] out;     
   always@(*) begin
      case(address)   
        4'b0000: out <= register;                 
        4'b0001: out <= accumulator;              
        4'b0010: out <= !accumulator;             
        4'b0011: out <= ~accumulator;             
        4'b0100: out <= accumulator << 1;         
        4'b0101: out <= accumulator >> 1;         
        4'b0110: out <= accumulator +  1;         
        4'b0111: out <= accumulator -  1;         
        4'b1000: out <= accumulator +  register;  
        4'b1001: out <= accumulator -  register;  
        4'b1010: out <= accumulator && register;  
        4'b1011: out <= accumulator || register;  
        4'b1100: out <= accumulator &  register;  
        4'b1101: out <= accumulator |  register;  
        4'b1110: out <= accumulator ^  register;  
        default: out <= 4'd0;
      endcase
   end
endmodule
module input_mux(in_signal, in_switch, select, out_mux);
   input select;                    
   input [3:0] in_signal;                 
   input [3:0] in_switch;                 
   output [3:0] out_mux;
   assign out_mux = select ? in_signal : in_switch;   
endmodule
module ALU_module(CLK, RESET, CE, in, select_input, in_switch, accumulator_out);
   input CLK, RESET, CE;
   input select_input;     
   input [7:0] in;         
   input [3:0] in_switch;  
   output [3:0] accumulator_out;
   wire [3:0]   address;        
   wire [3:0]   register;       
   wire [3:0]   out_mux;        
   wire [3:0]   operation_out;
   distribution signal_distribution(in, address, register);  
   register_4bit accumulator_block(CLK, RESET, CE, operation_out, accumulator_out);  
   operation operation_block(address, accumulator_out, out_mux, operation_out);  
   input_mux signal_choice(register, in_switch, select_input, out_mux);  
endmodule
module processor(CLK, RESET, select_input, in_switch, final_output, douta, bufor);
   input CLK, RESET;
   input select_input;     
   input [3:0] in_switch;  
   output [3:0] final_output;  
   output [7:0] douta;
   output [3:0] bufor;
   wire         p1;
   assign bufor = 4'd0;
   TOP_ROM ROM_for_VGA(CLK, RESET, douta, p1);
   ALU_module alu(CLK, RESET, p1, douta, select_input, in_switch, final_output);
endmodule
File: run.sh
#!/bin/bash
# OpenROAD 26Q1-2900-gdf79404cd8, Yosys 0.63+post, stock flow scripts
make -C /OpenROAD-flow-scripts/flow DESIGN_CONFIG=/design/flow/config.mk WORK_HOME=/design/flow/orfs finish
==> results.yml <==
# flow metrics
detailed_routing:
  ant_nets: 0
  insertedDiodeCount: 0
  wirelength_um: 6030
  drcViolationCount: 0
  post_drt_wl_per_cell_um: 13.40
  vias_per_cell: 5.311
  vias: 2390
  drt_pre_antenna_iters: 4
  drt_iter0_drc: 150
worst_setup_path:
  cp_max_fo: 11
  crit_arrival_ns: 4.49
  crit_path_end_kind: "flip-flop"
  startpoint_type: "flip-flop"
  path_class: "reg -> reg"
  crit_required_ns: 4.93
pwr:
  p_per_area_nw_per_um2: 197.8
  net-switching-power_mw: 0.1462
  netSwitchingFraction: 0.2175
  combPwrFrac: 0.058
  power.leakage_nw: 1.481
  seqPwrFrac: 0.518
  clockPowerShare: 0.424
  p_int_mw: 0.5258
  vdd_drop_max_v: 0.0002139
yosys:
  synthFlopType: "dfrtp_1"
  ys_cells: 327
  edf_count: 4
  postSynthCellCount: 327
  seq_area_frac_synth: 0.3411
  yosys_warnings: 6
  synthesis.area_um2: 2993
  syn_area_per_cell_um2: 9.153
  ys_ff: 40
  ys_types: 65
  yosys_area_um2: 2993
  synthArstFlopShare: 0.9000
cells_and_area:
  final_layout_size_suffix_gt1_frac: 0.08547
  final_cells: 450
  final_util: 0.4685
  num-fill-cells: 680
  synthToLayoutAreaGrowth_pct: 13.55
global_route:
  globalRouteOverflowTotal: 0
  grt_pass1_vias: 2303
  grt_max_degree: 37
  grt_first_pass_wirelength_um: 10530
  grt_antenna_before_repair: 0
  grt_util_all_layers: 0.1747
final_timing:
  slew_headroom: 0.4633
  worstMarginPinSlew_ns: 0.7967
  whs_ns: 0.4835
  drv_slew: 0
  fmax_mhz: 235.1
  final.setup.tns_ns: 0
  period_used_share: 0.9052
  finalClockSkew_ns: 0.008523
  min_period_ns: 4.254
  finalSetupViolCount: 0
  rsz0062_at_grt: "no"
  hold_violations: 0
placed_design:
  placed_cells: 442
  hpwlAfterDp_um: 4483
  io_buffer_count: 18
  gp_congestion: 0.9103
job:
  warnings: 42
  maxCapViolCount: 0
clock_network:
  numClockSinks: 40
  insertion_delay_ns: 0.29
  clockBufferDepth: 2
  ctsResizeCount: 0
  cts_buffers: 5
  cts_tree: "done"
  cts_setup_buffers: 0
  cts_max_level: 2
  ctsHoldBuffers: 0
  path_clk_slew_ns: 0.08
  ctsRootBufferMaster: "clkbuf_8"
run_status:
  outcome: "finished clean"
floorplanning:
  fp-utilization: 0.4126
  coreArea_um2: 7253
  io_pins: 23
  die_h_um: 88.50
  die_w_um: 88.50
  rows: 31
  die_area_um2: 7832
hold_path:
  hold_path_class: "reg -> reg"
cell usage in the layout, fill, tap and decap left out, drive strengths merged, types with 3 or more instances in the layout:
master / netlist / final
a211oi: 3 / 3
a21o: 3 / 3
a21oi: 9 / 9
a22o: 3 / 3
a2bb2oi: 3 / 3
a31o: 3 / 3
a31oi: 6 / 6
and3: 4 / 4
buf: 9 / 6
clkbuf: 2 / 5
clkdlybuf4s50: 0 / 18
conb: 1 / 4
dfrtp: 36 / 36
edfxtp: 4 / 4
ha: 28 / 28
inv: 26 / 28
mux2: 3 / 3
nand2: 26 / 26
nand3: 21 / 21
nand4: 5 / 5
nor2: 22 / 22
nor2b: 3 / 3
nor3: 11 / 11
nor4: 6 / 6
o211ai: 3 / 3
o21a: 3 / 3
o21ai: 13 / 13
xnor2: 24 / 24
xor2: 7 / 7
cells by family (layout without fill, tap and decap cells):
kind of cell | after synthesis | count (layout) | share of synthesized area
buf+inv | 38 | 59 | 0.05769
other cells | 1 | 4 | 0.001253
compound gates | 68 | 68 | 0.1647
simple gates | 114 | 114 | 0.1927
flops | 40 | 40 | 0.3411
fa+ha+maj | 29 | 29 | 0.1237
mux | 6 | 6 | 0.02801
xor+xnor | 31 | 31 | 0.09072
routing by layer:
layer | vias up | wire [um] | track usage
met3 | 14 | 323 | 0.03122
met2 | 66 | 2644 | 0.2797
met1 | 1088 | 2959 | 0.2604
met4 | 0 | 103 | 0.03226
met5 | - | 0 | 0
li1 | 1222 | - | -
metrics by stage:
stage | area [um2] | setup WS [ns] | power [mW]
6_report | 3398 | 0.4456 | 0.6720
5_1_grt | 3398 | 0.05198 | 0.7051
4_1_cts | 3398 | 0.4983 | 0.6855
3_5_place_dp | 3284 | 0.5079 | 0.3941
3_3_place_gp | 3284 | 0.5811 | 0.3945
2_1_floorplan | 3004 | 1.044 | 0.3822
cell type report:
class                      instances  area (um2)  area share
clock inverter                     3       45.04     0.01325
inverter                          27       103.9     0.03056
clock buffer                       5       68.82     0.02025
sequential                        40        1021      0.3004
tap                               99       123.9     0.03645
timing repair buffer              24       225.2     0.06627
multi-input combinational        252        1810      0.5328
synth_stat cells, types with 2 or more instances:
master | number | area (um2)
nand2_1 | 26 | 97.59
nand4_1 | 5 | 31.28
dfrtp_1 | 36 | 900.9
or2_2 | 2 | 12.51
clkbuf_1 | 2 | 7.510
nor4_1 | 6 | 37.54
a31o_2 | 3 | 26.28
o211ai_1 | 2 | 15.01
xor2_1 | 7 | 61.31
o21ai_0 | 13 | 65.06
a211oi_1 | 2 | 15.01
a21o_1 | 3 | 22.52
a31oi_1 | 6 | 37.54
or3_1 | 2 | 12.51
a22o_1 | 3 | 26.28
nor2_1 | 22 | 82.58
nand3_1 | 21 | 105.1
xnor2_1 | 24 | 210.2
and2_1 | 2 | 12.51
nor3_1 | 11 | 55.05
nor2b_1 | 3 | 18.77
a21oi_1 | 9 | 45.04
ha_1 | 28 | 350.3
and3_1 | 4 | 25.02
o31a_1 | 2 | 17.52
a221oi_1 | 2 | 17.52
a2bb2oi_1 | 3 | 26.28
o22ai_1 | 2 | 12.51
o41ai_1 | 2 | 17.52
edfxtp_1 | 4 | 120.1
nand2b_1 | 2 | 12.51
mux2_2 | 2 | 22.52
buf_4 | 4 | 30.03
buf_2 | 4 | 20.02
inv_1 | 25 | 93.84
nor4b_1 | 2 | 17.52
o21a_1 | 3 | 22.52
power by group through the flow:
| stage | clock network [mW] | registers (mW) | logic [mW] |
|---|---|---|---|
| 6_report | 0.285 | 0.348 | 0.0390 |
| 5_1_grt | 0.313 | 0.348 | 0.0439 |
| 4_1_cts | 0.298 | 0.348 | 0.0393 |
worst paths after layout:
path	start	endpoint	slack [ns]	cells past startpoint
worst max-delay path	ROM_for_VGA.counter_1.Q_mem_cnt[0]$_DFFE_PP0P_	alu.accumulator_block.out[3]$_DFFE_PP0P_	0.45	19
worst min-delay path	ROM_for_VGA.preskaler_1.Q_preskaler[27]$_DFF_PP0_	ROM_for_VGA.preskaler_1.Q_preskaler[27]$_DFF_PP0_	0.48	1
worst max register to register	ROM_for_VGA.counter_1.Q_mem_cnt[0]$_DFFE_PP0P_	alu.accumulator_block.out[3]$_DFFE_PP0P_	0.45	19
worst min register to register	ROM_for_VGA.preskaler_1.Q_preskaler[27]$_DFF_PP0_	ROM_for_VGA.preskaler_1.Q_preskaler[27]$_DFF_PP0_	0.48	1
max in group asynchronous	RESET	ROM_for_VGA.preskaler_1.Q_preskaler[25]$_DFF_PP0_	3.33	3
min in group asynchronous	RESET	ROM_for_VGA.preskaler_1.Q_preskaler[5]$_DFF_PP0_	1.04	3
critical path: stages (launching register included):
cell and delay [ns]:
dfrtp_1 0.55, inv_1 0.21, ha_1 0.34, nand3_1 0.16
o21a_1 0.27, clkinv_1 0.29, buf_4 0.26, nor2_1 0.19
a31oi_1 0.13, a21oi_1 0.15, nand2_1 0.11, inv_1 0.07
ha_1 0.11, nor2b_1 0.11, o21ai_0 0.10, a21oi_1 0.14
or4b_1 0.43, a2111o_1 0.37, o211ai_2 0.08, a311o_1 0.13
state kept, by name, summed over array words and instances (netlist names):
signal / count
ROM_for_VGA.preskaler_1.Q_preskaler: 28
ROM_for_VGA.counter_1.Q_mem_cnt: 4
alu.accumulator_block.out: 4
ROM_for_VGA.preskaler_1.p: 2
ROM_for_VGA.preskaler_1.p0: 1
ROM_for_VGA.preskaler_1.p1: 1
Power figures rest on the tool's default switching activity, not on a simulated workload.
